### run.sh
#!/bin/bash
# OpenROAD 26Q1-2900-gdf79404cd8, Yosys 0.63+post, stock flow scripts
make -C /OpenROAD-flow-scripts/flow DESIGN_CONFIG=/design/flow/config.mk WORK_HOME=/design/flow/orfs finish
### config.mk
export PLATFORM = sky130hd
export DESIGN_NAME = circuit
export DESIGN_NICKNAME = circuit
export VERILOG_FILES = /design/flow/design.v
export SDC_FILE = /design/flow/constraint.sdc
export NUM_CORES = 4
export LEC_CHECK = 1
export CORE_UTILIZATION = 30
### constraint.sdc
current_design circuit

set clk_period 5.2
set clk_io_pct 0.2

create_clock -name clk0 -period $clk_period [get_ports {clk}]

set non_clock_inputs [all_inputs -no_clocks]
set_input_delay [expr $clk_period * $clk_io_pct] -clock clk0 $non_clock_inputs
set_output_delay [expr $clk_period * $clk_io_pct] -clock clk0 [all_outputs]
### design.v
module circuit(clk, a, b, c, d, e, f, o);
input clk;
input [3:0] a;
input [3:0] b;
input [3:0] c;
input [3:0] d;
input [3:0] e;
input [3:0] f;
output [3:0] o;
wire [3:0] rez_div1;
divop div1(a, b, rez_div1);
wire [3:0] rez_div2;
divop div2(c, d, rez_div2);
wire [3:0] rez_div3;
divop div3(e, f, rez_div3);
wire [11:0] out1;
reg_pipe rp1(clk, {rez_div3, rez_div2, rez_div1}, out1);
wire [3:0] factor1;
assign factor1 = out1[3:0];
wire [3:0] factor2;
assign factor2 = out1[7:4];
wire [3:0]scazator;
assign scazator = out1[11:8];
wire [3:0] rez_mult1;
multop mult1(factor1, factor2, rez_mult1);
wire [11:0] out2;
reg_pipe rp2(clk, {4'b0000, 4'b0000, rez_mult1}, out2);
wire [3:0] descazut;
assign descazut = out2[3:0];
wire [3:0] rez_sub1;
subop sub1(descazut, scazator, rez_sub1);
assign o = rez_sub1;
endmodule
module divop(op_div1, op_div2, out_div);
input [3:0] op_div1;
input [3:0] op_div2;
output [3:0] out_div;
assign #20 out_div = op_div1 / op_div2;
endmodule
module multop(op_mult1, op_mult2, out_mult);
input [3:0] op_mult1;
input [3:0] op_mult2;
output [3:0] out_mult;
assign #15 out_mult = op_mult1 * op_mult2;
endmodule
module reg_pipe(input clk, input [11:0] in, output reg [11:0] out);
always@(posedge clk) begin
	out <= in;
end
endmodule
module subop(op_sub1, op_sub2, out_sub);
input [3:0] op_sub1;
input [3:0] op_sub2;
output [3:0] out_sub;
assign #10 out_sub = op_sub1 - op_sub2;
endmodule
==> run summary <==
Post-CTS setup buffers - 0
Synth Warn # - 1
First-pass GRT wire length - 4820 um
DRT iter0 DRCs - 41
Worst setup EP type - flop
Routed Antenna Nets - 0
Most numerous logic cells after layout - 40 x ha_1, 28 x clkdlybuf4s50_1, 27 x inv_1
Final setup margin - 0.688 ns
Core Footprint - 0.00561 mm2
Post-cts hold-fix buffer tally - 0
Die outline width - 78.8 um
Post-layout min period - 4.51 ns
Final hold violation count - 0
Via density - 4.51
Outcome - finished, final reports clean
Clk Latency, worst-skew pair - 0.24 ns
FMAX - 222 MHz
RSZ-0062 raised after global routing - no
Initial DRT Pass Iterations - 4
Tcrit/Tclk final - 86.8%
Syn_area_per_cell - 8.90 um2
Post-Route Utilization - 38.8%
Final slew viol count - 0
Total CTS buffers - 3
WHS - 0.499 ns
Sinks on Clock Net - 16
Crit start category - input port
Placed insts - 298
Setup violations, final - 0
Clock Path Buffers - 2
Placed cell area - 0.00213 mm2
Total power - 452 uW
# Cells Yosys - 199
Die Span Y - 78.8 um
Post-route insts no fill - 301
Top_reg_cell synth - dfxtp_1
Reg clk slew, reported paths - 0.05 ns
Largest net degree at the start of global routing - 9
Total leakage power - 1.03 nW
Tally of OpenROAD warnings - 28
P&R area growth vs syn - 22.8%
PortBufs - 28
Cell Type Count - 38
Synthesis area per yosys - 0.00177 mm2
Htree depth - 1
DP HPWL - 2410 um
Max_cap viols - 0
Worst slew pin tran - 0.443 ns
Drt wl/cell - 8.98 um
Fraction of final layout cells sized beyond drive strength 1 - 7.86%
CTS tree - built
Worst EP arrival - 4.65 ns
Layout Skew - 0.00130 ns
Vias in the first global route - 1177
Total grt overflow - 0
Routed WL - 2700 um
Die Size - 0.00621 mm2
GP Congestion - 0.799
Async set-or-reset flop fraction in the synthesized netlist - 0%
Worst vdd ir - 118 uV
# rows - 27
Fp util - 31.6%
Mapped Cells - 199
Kind of critical path - in2reg
Mapped cell area - 0.00177 mm2
Tot GR Track Use - 9.48%
Crit path max fanout - 4
DRC viols - 0
Worst Hold Class - reg2reg
Diode count - 0
Worst endpoint required time - 5.34 ns
Resized cells post-CTS - 0
Non-Filler Cell Area, Final - 0.00217 mm2
DR vias - 1358
Commonest Layout Cell - ha_1
Initial antenna violation count - 0
Number of enable flip-flop cells - 0
Dpl ws - 0.425 ns
Post-synth seq share - 18.1%
Setup TNS - 0 ns
Root Driver - clkbuf_8
Synth Register Bits - 16
Power density over the cells - 208 mW/mm2
Max transition margin - 70.1%
Io pins - 29
-- power breakdown --
| group | internal [mW] | switching (mW) |
|---|---|---|
| clock network | 0.0511 | 0.0352 |
| logic | 0.129 | 0.0878 |
| registers | 0.140 | 0.00891 |
-- worst max-delay path: stages --
cell	delay, ns
clkdlybuf4s50_1	0.50
inv_1	0.09
ha_1	0.29
and2_1	0.16
nor2_1	0.05
ha_1	0.32
a21oi_1	0.07
o41ai_1	0.38
ha_1	0.34
o21a_1	0.12
nor2_1	0.17
o22ai_1	0.18
mux2_1	0.35
ha_1	0.27
a21o_1	0.16
a21o_1	0.16
-- cell usage after synthesis (all sizes together), types with 4 or more instances --
master	n	area, um2
nor2	13	51.3
o21a	6	45.0
ha	40	500
mux2i	6	60.1
inv	28	105
a21oi	7	38.8
o21ai	4	20.0
o31ai	4	53.8
dfxtp	16	320
nand2	7	26.3
xnor2	12	105
a21o	12	90.1
and2	9	56.3
-- area by class of cell --
cell class | count | area, um2
fill | 587 | 3430
multi-input combinational | 152 | 1330
sequential | 16 | 320
timing repair buffer | 28 | 280
inverter | 30 | 113
tap | 72 | 90.1
clock buffer | 3 | 41.3
-- cells by family after synthesis --
family          share of synthesized area [%]
xor+xnor                                 5.94
flops                                    18.1
simple gates                             13.9
fa+ha+maj                                29.4
mux                                      5.30
compound gates                           20.6
buf+inv                                  6.78
-- metal layers --
metal	vias to the layer above	global-route usage, %	routed length, um
met3	2	1.63	100
li1	754	-	-
met1	582	13.7	1420
met4	0	0.364	12
met2	20	15.7	1170
met5	-	0	0
-- final timing paths --
| check | from | endpoint | slack [ns] | cells after the start |
|---|---|---|---|---|
| worst max-delay path | d[0] | rp1.out[4]$_DFF_P_ | 0.69 | 16 |
| worst min-delay path | rp1.out[0]$_DFF_P_ | rp2.out[0]$_DFF_P_ | 0.50 | 1 |
| worst max register to register | rp1.out[5]$_DFF_P_ | rp2.out[3]$_DFF_P_ | 3.42 | 7 |
| worst min register to register | rp1.out[0]$_DFF_P_ | rp2.out[0]$_DFF_P_ | 0.50 | 1 |
-- flip-flops by register name, indices dropped and copies added, names as in the netlist --
name	flops
rp1.out	12
rp2.out	4
Power is estimated from default activity; no workload was simulated.
