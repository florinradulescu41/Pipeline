==> flow/design.v <==
module registers(input clk, input reg_write, input [4:0] read_reg1, read_reg2, write_reg, input [31:0] write_data, output [31:0] read_data1, read_data2);
reg [31:0] Registers [31:0];
integer i;
initial begin
	for (i = 0; i < 32; i = i + 1)
		Registers[i] <= i;
	end
always @(posedge clk)
	begin
		if (reg_write == 1'b1)
			Registers[write_reg] <= write_data;
	end
assign read_data1 = Registers[read_reg1];
assign read_data2 = Registers[read_reg2];
endmodule
module imm_gen(input [31:0] in, output reg [31:0] out);
wire [9:0] sw; 
assign sw = {in[14:12], in[6:0]};
always @ (*) 
	begin
	case(sw)
		10'b0100000011: out <= {{21 {in[31]}}, in[30:25], in[24:21], in[20]};  
		10'b0000010011: out <=  {{21 {in[31]}}, in[30:25], in[24:21], in[20]};  
		10'b1110010011: out <=  {{21 {in[31]}}, in[30:25], in[24:21], in[20]};
		10'b1100010011: out <=  {{21 {in[31]}}, in[30:25], in[24:21], in[20]};
		10'b1000010011: out <=  {{21 {in[31]}}, in[30:25], in[24:21], in[20]};
		10'b0100010011: out <=  {{21 {in[31]}}, in[30:25], in[24:21], in[20]};
		10'b0110010011: out <=  {{21 {in[31]}}, in[30:25], in[24:21], in[20]};
		10'b1010010011: out <=  {{21 {in[31]}}, in[30:25], in[11:8], in[7]};
		10'b0010010011: out <=  {{21 {in[31]}}, in[30:25], in[11:8], in[7]};
		10'b0100100011: out <=  {{21 {in[31]}}, in[30:25], in[11:8], in[7]};
		10'b0001100011: out <=  {{20 {in[31]}}, in[7], in[30:25], in[11:8], 1'b0};
		10'b0011100011: out <=  {{20 {in[31]}}, in[7], in[30:25], in[11:8], 1'b0};
		10'b1001100011: out <=  {{20 {in[31]}}, in[7], in[30:25], in[11:8], 1'b0};
		10'b1011100011: out <=  {{20 {in[31]}}, in[7], in[30:25], in[11:8], 1'b0};
		10'b1101100011: out <=  {{20 {in[31]}}, in[7], in[30:25], in[11:8], 1'b0};
		10'b1111100011: out <=  {{20 {in[31]}}, in[7], in[30:25], in[11:8], 1'b0};
	endcase
	end
endmodule
module ID(input clk, input [31:0] PC_ID, INSTRUCTION_ID, input RegWrite_WB, input [31:0] ALU_DATA_WB, input [4:0] RD_WB, output [31:0] IMM_ID, output [31:0] REG_DATA1_ID, REG_DATA2_ID, output [2:0] FUNCT3_ID, output [6:0] FUNCT7_ID, output [6:0] OPCODE_ID, output [4:0] RD_ID, output [4:0] RS1_ID, output [4:0] RS2_ID);
	wire [31:0] rdo1;
	wire [31:0] rdo2;
	wire [31:0] imo;
	registers R1(clk, RegWrite_WB, INSTRUCTION_ID [19:15], INSTRUCTION_ID [24:20], RD_WB, ALU_DATA_WB, rdo1, rdo2);
	imm_gen im1(INSTRUCTION_ID, imo);
	assign REG_DATA1_ID = rdo1;
	assign REG_DATA2_ID = rdo2;
	assign IMM_ID = imo;
	assign FUNCT3_ID = INSTRUCTION_ID [14:12];
	assign FUNCT7_ID = INSTRUCTION_ID [31:25];
	assign OPCODE_ID = INSTRUCTION_ID [6:0];
	assign RD_ID = INSTRUCTION_ID [11:7];
	assign RS1_ID = INSTRUCTION_ID[19:15];
	assign RS2_ID = INSTRUCTION_ID[24:20];
endmodule
==> flow/run.sh <==
#!/bin/bash
# OpenROAD 26Q1-2900-gdf79404cd8, Yosys 0.63+post, stock flow scripts
make -C /OpenROAD-flow-scripts/flow DESIGN_CONFIG=/design/flow/config.mk WORK_HOME=/design/flow/orfs finish
==> flow/config.mk <==
export PLATFORM = sky130hd
export DESIGN_NAME = ID
export DESIGN_NICKNAME = ID
export VERILOG_FILES = /design/flow/design.v
export SDC_FILE = /design/flow/constraint.sdc
export NUM_CORES = 4
export LEC_CHECK = 1
export CORE_UTILIZATION = 30
==> flow/constraint.sdc <==
current_design ID

set clk_period 10.4
set clk_io_pct 0.2

create_clock -name clk0 -period $clk_period [get_ports {clk}]

set non_clock_inputs [all_inputs -no_clocks]
set_input_delay [expr $clk_period * $clk_io_pct] -clock clk0 $non_clock_inputs
set_output_delay [expr $clk_period * $clk_io_pct] -clock clk0 [all_outputs]
==> results_dict.tcl <==
# place-and-route summary
set metrics [dict create \
    outcome "finished clean" \
    setup_violations 0 \
    grt_max_degree 97 \
    root_buffer "clkbuf_16" \
    overflow 0 \
    dieArea_um2 167000 \
    slew_headroom_pct 35.1 \
    grt_pass1_wl_um 223000 \
    place.port_buffers 198 \
    crit_fanout 63 \
    place_area_um2 53800 \
    synth_cell_types 30 \
    endpoint_kind "output port" \
    rsz0062_at_grt "false" \
    vdd_drop_max_uv 129 \
    netlist_instances 3472 \
    yosysWarnings 2 \
    antenna_found_initial 5 \
    yosysTopAreaCellShare_pct 62.2 \
    dieHeight_um 408 \
    slowest_delay_ps 700 \
    die_w_um 408 \
    synth_flops 1037 \
    untimed_endpoints 45 \
    worstSetupEndpoint "REG_DATA2_ID[11]" \
    grt_usage_pct 19.3 \
    intPower_w 0.00726 \
    critPathMostFrequentCell "clkdlybuf4s50_1" \
    grt_pass1_vias 32925 \
    routedWlPerCell_um 26.3 \
    clkPwrFrac_pct 41.6 \
    drv_slew 0 \
    crit_start "INSTRUCTION_ID[21]" \
    fin_crit_sh_pct 73.8 \
    min_from "ALU_DATA_WB[8]" \
    p_comb_share_pct 9.3 \
    gp_congestion 0.867 \
    area_leaders "edfxtp_1 62%, mux2i_1 21%, a22oi_1 2.9%" \
    hold_buffers 0 \
    path_cells "clkdlybuf4s50_1 > nor2b_4 > buf_12 > buf_4 > a22o_1 > nor3_1 > a31oi_1 > nand3_1 > clkdlybuf4s50_1" \
    synth_area_um2 49500 \
    hold_violations 0 \
    required_ps 8320 \
    std_cell_rows 148 \
    final_area_um2 57300 \
    final_util_pct 35.1 \
    maxCapViolCount 0 \
    cp.arrival_ps 5600 \
    vias 31376 \
    synth.largest_area_cell "edfxtp_1" \
    post-dp-hpwl_um 85900 \
    fmaxAchievable_mhz 130 \
    coreArea_um2 163000 \
    cts_made_buffers 105 \
    pin_count 231 \
    tightestPinTransition_ps 972 \
    area_delta_synth_final_pct 15.9 \
    cts_resized 0 \
    openroad.warnings 58 \
    fp_util_pct 30.3 \
    drtPass1Iterations 5 \
    totalWireLength_um 155000 \
    path_class "primary input to output port" \
    power_density_nw_per_um2 164 \
    cts_tree "yes" \
    tns_ps 0 \
    htree_levels 3 \
    drive_gt1_share_pct 9.27 \
    switching_power_w 0.00213 \
    switching_share_pct 22.7 \
    hp-class "primary input to flop" \
    drc 0 \
    cts_setup_buffers 0 \
    dr.first_iter.drc_count 1874 \
    synth.avg_cell_area_um2 14.2 \
    clk_pin_slew_ps 60 \
    worst_path_max_delay_cell "clkdlybuf4s50_1" \
    start_kind "primary input" \
    vias_per_cell 5.35 \
    period_minus_slack_ps 7680 \
    ys_chip_area_um2 49500 \
    p_leak_nw 20.7 \
    sequentialPowerShare_pct 49.2 \
    yosysCellCount 3472 \
    unclocked_regs 13 \
    ant_nets 0 \
    cts_max_path_buffers 3 \
]
[state kept, by name, summed over array words and instances, names as in the netlist]
register	cells
im1.out	13
R1.Registers	1024
[cells in the mapped netlist (all sizes together)]
cell and number:
a21oi 192, a22o 128, a22oi 192, a31oi 65, a32o 1, and2 2, buf 225, clkbuf 79
dlxtn 13, edfxtp 1024, mux2 5, mux2i 1024, nand2 199, nand2b 7, nand3 194, nand3b 6
nor2 37, nor2b 4, nor3 66, o21ai 1, o22ai 1, o32a 1, or2 2, or3 1
or3b 3
[cells in the final DEF, fill, tap and decap left out, types with 2 or more instances in the layout]
cell	netlist	routed
nand3_1	194	194
or3b_2	3	3
a21oi_1	192	192
nor3_1	66	66
bufinv_16	0	17
clkdlybuf4s50_1	0	196
a31oi_1	65	65
clkinv_1	0	15
diode_2	0	3
buf_12	0	15
nand2_2	0	2
or2_2	2	2
nor2b_4	0	4
edfxtp_1	1024	1024
buf_8	0	2
mux2i_1	1024	1024
nand2b_1	7	3
clkinv_2	0	22
nor2_4	0	34
a22oi_1	192	192
nand2_1	199	197
a22o_1	128	128
dlxtn_1	13	13
clkinvlp_4	0	5
mux2_1	4	4
nand3b_1	6	6
clkbuf_1	74	21
and2_4	0	2
nor2_1	37	3
buf_4	115	116
clkbuf_16	0	108
nand2b_2	0	4
[layout make-up]
class	instances	area (µm²)
clock inverters	63	790
diodes	3	7.51
well taps	2175	2720
clock buffers	129	2780
fillers	15278	106000
multi-input cells	2131	16900
flip-flops and latches	1037	30900
repair buffers	329	3160
[power groups by stage]
| stage | clock network [W] | logic [W] | registers, W |
|---|---|---|---|
| CTS | 0.00397 | 0.000875 | 0.00462 |
| finish | 0.00390 | 0.000870 | 0.00462 |
| global route | 0.00412 | 0.000928 | 0.00462 |
[cells by family (layout without fill, tap and decap cells)]
kind of cell    count (synthesis)  in the layout  share of synthesized area (%)
other cells                     0              3                              0
flops                        1024           1024                           62.2
buf+inv                       304            521                           3.83
compound gates                581            581                           8.01
simple gates                  521            521                           4.77
mux                          1029           1029                           20.8
latches                        13             13                          0.395
[through the flow]
stage	setup slack, ps	std cells	total power (W)	hold WS (ps)
2_1_floorplan	5190	3472	0.00519	2180
3_3_place_gp	2710	5672	0.00558	2910
3_5_place_dp	2720	5672	0.00558	2910
4_1_cts	2700	5864	0.00946	2140
5_1_grt	2580	5866	0.00967	2200
6_report	2720	5867	0.00939	2190
[critical path, delay by kind of cell]
kind	cells	cell delay, ps
and+or+nand+nor	3	720
AOI/OAI and AO/OA	2	470
buffers and inverters	4	2230
[how the worst min path moves through the flow]
stage	endpoint	slack, ps	cells past startpoint
finish	R1.Registers[21][8]	2190	2
global route	R1.Registers[18][8]	2200	2
CTS	R1.Registers[21][8]	2140	2
[per-layer routing]
metal / share of wire, % / GRT usage, %
met5: 0.11 / 0.690
met4: 4.1 / 6.31
met3: 14 / 11.5
met2: 47 / 30.0
met1: 35 / 22.2
Power figures rest on the tool's default switching activity, not on a simulated workload.
